$ cat flow/constraint.sdc
current_design instr_mem

set clk_period 7.5
set clk_io_pct 0.2

create_clock -name clk0 -period $clk_period

set non_clock_inputs [all_inputs -no_clocks]
set_input_delay [expr $clk_period * $clk_io_pct] -clock clk0 $non_clock_inputs
set_output_delay [expr $clk_period * $clk_io_pct] -clock clk0 [all_outputs]
$ cat flow/config.mk
export PLATFORM = sky130hd
export DESIGN_NAME = instr_mem
export DESIGN_NICKNAME = instr_mem
export VERILOG_FILES = /design/flow/design.v
export SDC_FILE = /design/flow/constraint.sdc
export NUM_CORES = 4
export LEC_CHECK = 1
export CORE_UTILIZATION = 30
$ cat flow/design.v
module instr_mem(
    input [31:0] PC,
    input reset,
    output [31:0] Instruction_Code
);
    reg [7:0] Memory [31:0];  
    assign Instruction_Code = {Memory[PC+3],Memory[PC+2],Memory[PC+1],Memory[PC]};
    always @(reset)
    begin
        if(reset == 1)
        begin
            Memory[3] = 8'hb8;
            Memory[2] = 8'h98;
            Memory[1] = 8'h9a;
            Memory[0] = 8'h40;
            Memory[7] = 8'h77;
            Memory[6] = 8'hf7;
            Memory[5] = 8'hda;
            Memory[4] = 8'ha2;
            Memory[11] = 8'h7e;
            Memory[10] = 8'hae;
            Memory[9] = 8'h37;
            Memory[8] = 8'he1;
            Memory[15] = 8'hba;
            Memory[14] = 8'hd9;
            Memory[13] = 8'hab;
            Memory[12] = 8'h6f;
            Memory[19] = 8'hc4;
            Memory[18] = 8'hbe;
            Memory[17] = 8'h36;
            Memory[16] = 8'h5a;
            Memory[23] = 8'h4c;
            Memory[22] = 8'h38;
            Memory[21] = 8'h20;
            Memory[20] = 8'h29;
            Memory[27] = 8'hd2;
            Memory[26] = 8'ha4;
            Memory[25] = 8'h41;
            Memory[24] = 8'hf1;
            Memory[31] = 8'h43;
            Memory[30] = 8'hac;
            Memory[29] = 8'h67;
            Memory[28] = 8'h12;
        end
    end
endmodule
module Instruction_Fetch_Unit(
    input clock,reset,
    output [31:0] Instruction_Code
);
reg [31:0] PC = 32'b0;   
    INST_MEM instr_mem(PC,reset,Instruction_Code);
    always @(posedge clock, posedge reset)
    begin
        if(reset == 1)  
        PC <= 0;
        else
        PC <= PC+4;    
    end
endmodule
$ cat flow/run.sh
#!/bin/bash
# OpenROAD 26Q1-2900-gdf79404cd8, Yosys 0.63+post, stock flow scripts
make -C /OpenROAD-flow-scripts/flow DESIGN_CONFIG=/design/flow/config.mk WORK_HOME=/design/flow/orfs finish
==> qor.yml <==
status: "complete, no violations"
ys_warn_count: 2
worst_ep_required_time_ns: 6.00
grt_util_all_layers: 0.210
gr-total-overflow: 0
routedWlPerCell_um: 18.4
die_x_um: 99.3
synth.cell_area_um2: 2840
synth.avg_cell_area_um2: 5.94
ys_cells: 478
drc: 0
worst_pin_slew_ns: 0.821
drive_gt1_frac: 0.0543
dp_hpwl_mm: 6.70
chipArea_um2: 9860
antenna_found_initial: 0
area_growth_syn_to_layout_pct: 5.51
first_global_vias: 3075
postSynthCellCount: 478
ys_chip_area_um2: 2840
cts_resized: 0
initCoreUtil: 0.309
nFlopsAndLatches: 0
cp.arrival_ns: 5.08
period_needed_ns: 6.58
area_leaders: "a21oi_1, o21ai_0, nand2_1"
die_h_um: 99.3
crit_path_end_kind: "output port"
antenna-diode-count: 0
std_cell_rows: 35
layout_top_cell: "a21oi_1"
synth.largest_area_cell: "a21oi_1"
ys_seq_frac: 0
final_cells: 571
crit_path_max_fanout: 80
comb_area_um2: 2430
core_area_um2: 9200
detail-route-antenna-nets: 0
io_buffers: 37
pre_cts_slack_ns: 0.945
slew_violations: 0
num-fill-cells: 1023
grt_first_pass_wirelength_mm: 16.8
vias_per_cell: 6.54
start_kind: "input pin"
placed_cells: 571
nClkBuffers: 0
max_freq_mhz: 152
routed_wl_mm: 10.5
drt_pass1_iterations: 21
top_cell_area_share: 0.106
worstHoldPathType: "input pin to output port"
hold_violations: 0
io_pins: 65
drt_iter0_markers: 621
setup_slack_ns: 0.918
setup_viol: 0
whs_path_depth: 6
yosysUniqueCellTypes: 59
flop_area_um2: 0
gp_congestion: 0.928
fin_crit_sh: 0.878
grt_max_degree: 82
num_vias: 3736
cellLeakagePower_nw: 0.976
rsz0062_at_grt: "no"
warnings: 62
hold_start: "PC[4]"
cts_hold_buffers: 0
tns_ns: 0
worstHoldEndpoint: "Instruction_Code[20]"
layout_top_cells: "a21oi_1, o21ai_0, nor2_1, nand2_1, clkdlybuf4s50_1"
p_per_area_nw_per_um2: 82.9
crit_type: "input pin to output port"
slew_headroom: 0.450
post_cts_buffers: 0
maxCapViolations: 0
max-vdd-ir-drop_mv: 0.0362
-- through the flow --
step | instance area, um2 | utilization | total power (W) | hold WS [ns]
final | 3000 | 0.326 | 0.000249 | 4.01
after global routing | 3000 | 0.326 | 0.000273 | 4.09
after CTS | 3000 | 0.326 | 0.000245 | 4.00
after detailed placement | 3000 | 0.326 | 0.000243 | 3.98
after global placement | 3000 | 0.326 | 0.000243 | 4.00
after floorplan | 2840 | - | 0.000168 | 3.23
-- layer usage --
layer | routed length [um] | up-vias | track usage
met3 | 1190 | 22 | 0.0243
li1 | - | 1780 | -
met2 | 4510 | 227 | 0.306
met5 | 0 | - | 0
met1 | 4670 | 1707 | 0.337
met4 | 149 | 0 | 0.0294
-- cell usage after synthesis, drive strengths merged, types with 2 or more instances --
library cell and n:
or3 3, ha 4, nand3 16, nor4 2, inv 7, a32o 2
buf 42, a21oi 61, clkbuf 20, o21ai 62, and2 2, a22oi 8
a221oi 13, o311a 2, a211oi 9, o21a 2, xor2 2, a2bb2oi 2
nor3 9, o221ai 7, nand2b 6, o22ai 17, a311o 2, nor2 49
a32oi 3, nand2 47, a22o 2, a221o 2, a31oi 12, a21o 5
o32ai 4, o2bb2ai 2, o31ai 8, xnor2 12, o211ai 10, or2 2
mux2i 4, nor2b 8
-- how the worst max path moves through the flow --
stage / slack [ns] / depth (start not counted) / endpoint / start
finish: 0.92 / 10 / Instruction_Code[30] / PC[1]
global route: 0.59 / 10 / Instruction_Code[30] / PC[1]
CTS: 0.94 / 10 / Instruction_Code[30] / PC[1]
-- cell families after synthesis --
kind of cell	synth area share
adders and majority gates	0.0176
muxes	0.0141
xor gates and xnor gates	0.0511
and+or+nand+nor	0.229
buffers and inverters	0.144
AOI/OAI and AO/OA	0.544
-- where the power goes --
part           switching [W]  internal, W  total, W
Combinational       0.000140     0.000108  0.000249
Sequential                 0            0         0
Clock                      0            0         0
Total               0.000140     0.000108  0.000249
-- layout make-up --
class | instances | area share
tap | 111 | 0.0463
inverter | 8 | 0.0100
multi-input combinational | 408 | 0.811
timing repair buffer | 44 | 0.133
-- critical path, cell delays in order --
cell	delay (ns)
buf_2	0.09
buf_4	0.59
ha_1	0.73
xor2_2	0.63
nor2_1	0.29
a211oi_1	0.25
o221ai_1	0.17
o2111a_1	0.27
o2bb2ai_1	0.13
clkdlybuf4s50_1	0.42
Power figures rest on the tool's default switching activity, not on a simulated workload.
